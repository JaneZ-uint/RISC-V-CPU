`design/flow/design.v`:
```
module alu_common(
    input wire clk,
    input wire rst,
    input wire valid_i,
    input wire [4:0] op_i,
    input wire [31:0] vj_i,
    input wire [31:0] vk_i,
    input wire [31:0] imm_i,
    input wire [31:0] pc_i,
    input wire [4-1:0] dest_i,
    input wire [31:0] pred_target_i,
    output reg valid_o,  
    output reg [4-1:0] rob_id_o,
    output reg [31:0] value_o,
    output reg [31:0] target_addr_o, 
    output reg branch_outcome_o,              
    input wire cdb_grant_i  
);
    reg [31:0] result;
    reg [31:0] target;
    reg taken;
    always @(*) begin
        result = 0;
        target = 0;
        taken = 0;
        case (op_i)  
            5'b00001: result = vj_i + vk_i;
            5'b00010: result = vj_i - vk_i;
            5'b00011: result = vj_i << vk_i[4:0];
            5'b00111: result = vj_i >> vk_i[4:0];
            5'b01000: result = $signed(vj_i) >>> vk_i[4:0];
            5'b01001:  result = vj_i | vk_i;
            5'b01010: result = vj_i & vk_i;
            5'b00110: result = vj_i ^ vk_i;
            5'b00100: result = ($signed(vj_i) < $signed(vk_i)) ? 1 : 0;
            5'b00101: result = (vj_i < vk_i) ? 1 : 0;
            5'b01011: result = vk_i;  
            5'b01100: begin
                result = pc_i + 4;  
                target = vj_i + vk_i;  
                taken = 1;
            end
            5'b10000:  begin taken = (vj_i == vk_i); target = pc_i + imm_i; end
            5'b10001:  begin taken = (vj_i != vk_i); target = pc_i + imm_i; end
            5'b10010:  begin taken = ($signed(vj_i) < $signed(vk_i)); target = pc_i + imm_i; end
            5'b10011:  begin taken = ($signed(vj_i) >= $signed(vk_i)); target = pc_i + imm_i; end
            5'b10100: begin taken = (vj_i < vk_i); target = pc_i + imm_i; end
            5'b10101: begin taken = (vj_i >= vk_i); target = pc_i + imm_i; end
            default: ;
        endcase
    end
    always @(posedge clk) begin
        if (rst == 1'b1) begin
            valid_o <= 0;
            rob_id_o <= 0;
            value_o <= 0;
            target_addr_o <= 0;
            branch_outcome_o <= 0;
        end else begin
            if (valid_i) begin
                valid_o <= 1;
                rob_id_o <= dest_i;
                value_o <= result;
                target_addr_o <= target;
                branch_outcome_o <= taken;
            end else if (valid_o && cdb_grant_i) begin
                 valid_o <= 0;
            end
        end
    end
endmodule
```
`design/flow/run.sh`:
```
#!/bin/bash
# OpenROAD 26Q1-2900-gdf79404cd8, Yosys 0.63+post, stock flow scripts
make -C /OpenROAD-flow-scripts/flow DESIGN_CONFIG=/design/flow/config.mk WORK_HOME=/design/flow/orfs finish
```
`design/flow/config.mk`:
```
export PLATFORM = sky130hd
export DESIGN_NAME = alu_common
export DESIGN_NICKNAME = alu_common
export VERILOG_FILES = /design/flow/design.v
export SDC_FILE = /design/flow/constraint.sdc
export NUM_CORES = 4
export LEC_CHECK = 1
export CORE_UTILIZATION = 30
export SYNTH_HDL_FRONTEND = slang
```
`design/flow/constraint.sdc`:
```
current_design alu_common

set clk_period 24.9
set clk_io_pct 0.2

create_clock -name clk0 -period $clk_period [get_ports {clk}]

set non_clock_inputs [all_inputs -no_clocks]
set_input_delay [expr $clk_period * $clk_io_pct] -clock clk0 $non_clock_inputs
set_output_delay [expr $clk_period * $clk_io_pct] -clock clk0 [all_outputs]
```
==> summary.txt <==
run metrics: status complete, no violations, Chip Width roughly 230 um, post-DP HPWL 63200 um, CTS tree done, core footprint 49200 um2, crit-path cells clkdlybuf4s50_1, inv_1, ha_1, o21ai_0, o21ai_1, a211oi_1, nor3_1, o21ai_0, or3b_2, o31ai_1, o32ai_1, Top FF cell, synth dfxtp_1, Top logic family AND-OR/OR-AND gates, drt initial violations 1757, 1st-pass router iterations 7, minimum clock period 8.86 ns, # Cells Yosys 2090, CTS Hold Bufs 0, min setup slack post-route ~16 ns, largest area contributor in the netlist ha_1, mapped cell area ~15000 um2, synthesis-stage register bit count 70, area share, top type between 10 and 15%, CTS-repair resized insts 0, Site Rows 81, final hold vios 0, clk sink count 70, WL per Instance 27.9 um, Synth Instances around 2100, slew of the pin with the lowest slew margin between 0.9 and 1 ns, Worst Path Max Fanout 11, Synth top cells by count nand2_1, nor2_1, a21oi_1, ha_1, inv_1, clk latency late pin 0.36 ns, pin count of the biggest net entering global routing 58, DP Area 17600 um2, Post-Synth XOR/XNOR Area between 4 and 5%, Clock Skews 0 ns, Max-cap violations 0, final non-filler cell total 2869, crit path launch type input pin, CTS max path bufs 2, worst vdd ir 0.0316 mV, count leader, synth nand2_1, Flop area 1400 um2, chip area 51000 um2, cts bufs inserted 9, via count of the first global-routing pass 16800, Cell variety after synth 90, GPL Wtd Cong 1.01, Slowest-stage cell, CP clkdlybuf4s50_1, die height 226 um, synth-to-layout area growth 18.9%, Final Max Slew Viols 0, Reg clk slew, reported paths 0.06 ns, Setup Viol. Count Final 0, Comb area 12500 um2, Worst Path Arrival 9.08 ns, required time worst endpoint 25.12 ns, Avg Inst Size Synth roughly 7.2 um2, design area 17900 um2, RSZ-0062 raised after global routing false, gr ovfl total 0, Simple Share, Synth 23.5%, Post-CTS Setup Inserts 0, Initial Utilization 30.6%, vias 17800, maximum clock frequency approximately 0.11 GHz, critical path class input pin to flop, initial antenna violation count 4, Synth warnings 0, share of layout cells above drive strength 1 7.44%, Leak approximately 6.9 nW, sequential share of the synthesized area 9.32%, Slew HR 37.1%, Port Buffers ~210, hold_ws approximately 0.46 ns, dpl ws between 15 and 20 ns, drt via density 6.20, AO/OA Area Share 31.2%, Total Wirelength 80100 um, Cell area leaders ha_1, dfxtp_1, mux4_2, nand2_1, a21oi_1, H-tree levels 3, MUX area fraction 13.1%, yosys stat area 15000 um2, pwr dens 33.9 nW/um2, Async S/R FF share, synth 0%, GR Util All Layers 31.5%, CP dominant cell by count o21ai_0, first-pass GRT wire length 115000 um, Worst Setup End Kind flop, Adder Area Share ~11%, crit-path max cell delay a little over 0.7 ns, placed cell count 2852, Hold Path Class flop to flop, Fillers between 5000 and 6000, Post-synth EDFFs 0, Ports 243, drt drc 0, tool warnings ~120, antenna viol nets, final 0, fin crit share 35.6%, post-route setup TNS 0 ns, Root Buffer clkbuf_16
cells in the final DEF (no fill, tap or decap), types with 21 or more instances in the layout:
master / netlist / layout
nand2_1: 236 / 236
clkdlybuf4s50_1: 0 / 204
nor2_1: 200 / 197
a21oi_1: 154 / 153
ha_1: 129 / 129
inv_1: 105 / 105
o21ai_0: 96 / 96
dfxtp_1: 70 / 70
nor3_1: 62 / 61
nand3_1: 60 / 60
mux2i_1: 57 / 57
mux4_2: 52 / 52
xnor2_1: 50 / 50
buf_4: 6 / 44
a211oi_1: 39 / 39
a221oi_1: 37 / 37
o211ai_1: 33 / 33
a21o_1: 31 / 31
a22oi_1: 29 / 29
nand4_1: 28 / 28
a31oi_1: 25 / 25
or3_1: 25 / 25
xor2_1: 25 / 25
nand2b_1: 24 / 24
o31ai_1: 22 / 22
and3_1: 21 / 21
o22ai_1: 21 / 21
power breakdown:
group	leakage [nW]	internal (mW)	switching (mW)
Sequential	0.571	0.117	0.00304
Clock	0.147	0.0786	0.0613
Combinational	6.19	0.131	0.215
Total	6.91	0.327	0.279
final cells by class:
| class | instances | share of cell area, % |
|---|---|---|
| Clock inverter | 6 | 0.392 |
| Multi-Input combinational cell | 1759 | 70.2 |
| Inverter | 106 | 2.23 |
| Antenna cell | 1 | 0.0140 |
| Tap cell | 664 | 4.65 |
| Sequential cell | 70 | 7.84 |
| Timing Repair Buffer | 253 | 13.4 |
| Clock buffer | 10 | 1.28 |
cell families after synthesis:
logic type | count (synthesis)
AND/OR/NAND/NOR | 749
AND-OR/OR-AND | 675
buffers and inverters | 261
adder cells (fa/ha/maj) | 132
multiplexers | 128
XOR/XNOR | 75
flip-flops | 70
registers in the layout, summed over array words and instances (netlist names):
signal,cells
branch_outcome_o,1
rob_id_o,4
valid_o,1
value_o,32
target_addr_o,32
through the flow:
stage          power, mW  util [%]
2_1_floorplan      0.328         -
3_3_place_gp       0.459      35.7
3_5_place_dp       0.458      35.7
4_1_cts            0.601      36.4
5_1_grt            0.637      36.4
6_report           0.606      36.4
critical path, delay by kind of cell:
family,cells,cell delay (ns)
compound gates,6,2.12
simple gates,2,0.72
buf+inv,2,0.80
fa+ha+maj,1,0.46
path summary, 6_finish.rpt:
check	startpoint	depth (start not counted)	end	slack (ns)
worst max-delay path	vj_i[3]	11	target_addr_o[30]	16.04
worst min-delay path	value_o[13]	2	value_o[13]	0.46
worst max register to register	value_o[29]	7	value_o[29]	22.57
worst min register to register	value_o[13]	2	value_o[13]	0.46
routing by layer:
metal	wire, um	global-route usage (%)	share of wire, %
met5	13	0	0.016
met4	2870	9.19	3.6
met3	7020	7.22	8.8
met2	35600	48.4	44
met1	34600	44.3	43
Power is estimated from default activity; no workload was simulated.
