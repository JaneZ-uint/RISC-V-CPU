--- design/flow/config.mk ---
export PLATFORM = sky130hd
export DESIGN_NAME = cdb_arbiter
export DESIGN_NICKNAME = cdb_arbiter
export VERILOG_FILES = /design/flow/design.v
export SDC_FILE = /design/flow/constraint.sdc
export NUM_CORES = 4
export LEC_CHECK = 1
export CORE_AREA = 10 10 93 93
export DIE_AREA = 0 0 103 103
export SYNTH_HDL_FRONTEND = slang
--- design/flow/constraint.sdc ---
current_design cdb_arbiter

set clk_period 9.1
set clk_io_pct 0.2

create_clock -name clk0 -period $clk_period

set non_clock_inputs [all_inputs -no_clocks]
set_input_delay [expr $clk_period * $clk_io_pct] -clock clk0 $non_clock_inputs
set_output_delay [expr $clk_period * $clk_io_pct] -clock clk0 [all_outputs]
--- design/flow/design.v ---
module cdb_arbiter(
    input wire clk,
    input wire rst,
    input wire alu_valid,
    input wire [4-1:0] alu_rob_id,
    input wire [31:0] alu_value,
    input wire [31:0] alu_addr,
    input wire alu_branch_outcome,
    output reg alu_grant,
    input wire mdu_valid,
    input wire [4-1:0] mdu_rob_id,
    input wire [31:0] mdu_value,
    output reg mdu_grant,
    input wire lsb_valid,
    input wire [4-1:0] lsb_rob_id,
    input wire [31:0] lsb_value,
    output reg lsb_grant,
    output reg cdb_valid,
    output reg [4-1:0] cdb_rob_id,
    output reg [31:0] cdb_value,
    output reg [31:0] cdb_addr,
    output reg cdb_branch_outcome
);
    always @(*) begin
        alu_grant = 0;
        lsb_grant = 0;
        mdu_grant = 0;
        cdb_valid = 0;
        cdb_rob_id = 0;
        cdb_value = 0;
        cdb_addr = 0;
        cdb_branch_outcome = 0;
        if (lsb_valid) begin  
            lsb_grant = 1;
            cdb_valid = 1;
            cdb_rob_id = lsb_rob_id;
            cdb_value = lsb_value;
            cdb_addr = 0; 
        end else if (mdu_valid) begin
            mdu_grant = 1;
            cdb_valid = 1;
            cdb_rob_id = mdu_rob_id;
            cdb_value = mdu_value;
            cdb_addr = 0;
        end else if (alu_valid) begin
            alu_grant = 1;
            cdb_valid = 1;
            cdb_rob_id = alu_rob_id;
            cdb_value = alu_value;
            cdb_addr = alu_addr;
            cdb_branch_outcome = alu_branch_outcome;
        end
    end
endmodule
--- design/flow/run.sh ---
#!/bin/bash
# OpenROAD 26Q1-2900-gdf79404cd8, Yosys 0.63+post, stock flow scripts
make -C /OpenROAD-flow-scripts/flow DESIGN_CONFIG=/design/flow/config.mk WORK_HOME=/design/flow/orfs finish
==> results.ini <==
[final_timing]
period_minus_slack_ps = 5647
fmax_ghz = 0.1771
relSlewSlack = 0.5443
rsz0062_at_grt = no
setup_tns_ps = 0
hold_viol = 0
fin_crit_sh = 0.6205
final_max_slew_viol_count = 0
setup_viol = 0
tightest_slew_ps = 683.5

[power]
combPwrFrac = 1.000
power.internal_mw = 0.1008
vdd.ir_drop.worst_mv = 0.01738
p_per_area_nw_per_um2 = 40.13
p_clk_frac = 0
p_leak_nw = 1.200
swShare = 0.2580
power_frac_seq = 0
p_sw_mw = 0.03506

[final_layout]
fin_util = 0.5011
num-clock-buffers = 0
area_growth_pct = 169.8
seqCellArea_um2 = 0
flop-count = 0
drive_gt1_frac = 0.01746

[global_route]
grt_overflow_total = 0
antenna_found_initial = 0
grt_max_degree = 77
first_global_vias = 2039
grt_pass1_wl_um = 11870
track_usage = 0.1407

[min_path]
min_path_type = input port to output port
hold_end = lsb_grant
worst_hold_startpoint = lsb_valid
worstHoldPathCells = 3

[setup_path]
path_buffers = 4
worstPathRequired_ps = 7280
cp_max_fo = 38
worst_setup_path_start_kind = input port
crit_path_cell_trace = clkdlybuf4s50_1 -> buf_4 -> nor3b_4 -> buf_4 -> and2_1 -> clkdlybuf4s50_1
cp-end-kind = output port
cpPeakStageDelay_ps = 490
cp_data_arrival_time_ps = 3830
cp_top_family = buffers and inverters
crit_slowest_cell = clkdlybuf4s50_1
critPathKind = input port to output port

[floorplanning]
die_w_um = 103
die_y_um = 103
floorplan.initialDensity = 0.1857
coreArea_um2 = 6756
boundaryPins = 219
die_area_um2 = 10610
rows = 30

[detailed_routing]
dr.pass1.iters = 4
wire_per_inst_um = 17.60
drc = 0
n_antenna_cell = 0
viasPerCell = 4.351
ant_nets = 0
vias = 2093
routed_wl_um = 8464
drt-initial-drc-count = 90

[place]
gp_congestion = 0.7810
numPortBuffers = 217
dp_hpwl_um = 6961

[synthesis]
synth.yosys.num_cells = 204
synthTopCellsByArea = a21oi_1, nand3b_1, nor2b_1, and2_1, buf_4
yosys-top-cells-count = a21oi_1, nor2b_1, nand3b_1
avgSynthCellArea_um2 = 6.152
synth_cells = 204
seq_area_frac_synth = 0
synth.most_common_cell = a21oi_1
synth_cell_types = 11
yosys_area_um2 = 1255
ys_warn_count = 0
synth_top_area_share = 0.2871
syn_area_um2 = 1255
synth_top_cell_by_area = a21oi_1

[flow_run]
drv_cap = 0
warnings = 34

[clock_tree]
post-cts-setup-buffers = 0
cts-resized-gates = 0
cts_hold_buf = 0

[outcome]
status = finished clean

worst min-delay path, delay by kind of cell:
family                 cells  cell delay, ps
buffers and inverters      3             900
cell families (layout without fill, tap and decap cells):
group,Yosys count,in the layout,share of synthesized area
simple gates,108,108,0.5843
compound gates,72,72,0.2871
buf+inv,24,221,0.1286
worst max path at each step:
stage	startpoint	end	slack, ps	cells past startpoint
CTS	alu_valid	cdb_addr[17]	3410	6
global route	alu_valid	cdb_addr[17]	3290	6
finish	alu_valid	cdb_addr[17]	3450	6
metal layers:
| layer | vias to the layer above | track usage | routed length [um] |
|---|---|---|---|
| met5 | - | 0 | 0 |
| met4 | 0 | 0 | 0 |
| met3 | 0 | 0.05349 | 1076 |
| met2 | 117 | 0.2560 | 4084 |
| met1 | 882 | 0.1615 | 3303 |
| li1 | 1094 | - | - |
cell type report:
class | instances | area (um2)
fill | 638 | 3371
multi-input combinational | 180 | 1094
tap | 80 | 100.1
timing repair buffer | 221 | 2192
per-stage QoR:
stage                     std cells  power [mW]  cell area (um2)  hold slack [ps]  setup slack [ps]
after floorplan                 204     0.03587             1255             3706              4922
after global placement          481      0.1365             3386             4557              3415
after detailed placement        481      0.1371             3386             4553              3408
after CTS                       481      0.1381             3386             4553              3406
after global routing            481      0.1479             3386             4564              3291
final                           481      0.1359             3386             4544              3453
placed cells by master, fill, tap and decap left out, drive strengths merged:
| master | instances |
|---|---|
| buf | 6 |
| and2 | 33 |
| nor2b | 37 |
| nor3b | 1 |
| clkdlybuf4s50 | 215 |
| a21oi | 72 |
| nand3b | 36 |
| or3 | 1 |
power by group through the flow:
| stage | sequential (mW) | clock, mW | combinational (mW) |
|---|---|---|---|
| CTS | 0 | 0 | 0.138 |
| finish | 0 | 0 | 0.136 |
| global route | 0 | 0 | 0.148 |
Power is estimated from default activity; no workload was simulated.
