$ cat ./design.v
module rat(
    input wire clk,
    input wire rst,
    input wire flush,
    input wire we,
    input wire [4:0] rw_addr,
    input wire [4-1:0] write_rob_id,
    input wire [4:0] rs1_addr,
    output wire rs1_valid,
    output wire [4-1:0] rs1_rob_id,
    input wire [4:0] rs2_addr,
    output wire rs2_valid,
    output wire [4-1:0] rs2_rob_id,
    input wire commit_we,
    input wire [4:0] commit_addr,
    input wire [4-1:0] commit_rob_id
);
    reg [4-1:0] map_rob_id [0:31];
    reg [31:0] map_valid; 
    assign rs1_valid = map_valid[rs1_addr];
    assign rs1_rob_id = map_rob_id[rs1_addr];
    assign rs2_valid = map_valid[rs2_addr];
    assign rs2_rob_id = map_rob_id[rs2_addr];
    integer i;
    always @(posedge clk) begin
        if (rst == 1'b1 || flush == 1'b1) begin
            map_valid <= 32'b0;
        end else begin
            if (commit_we && (commit_addr != 5'b0)) begin
                if (map_valid[commit_addr] && map_rob_id[commit_addr] == commit_rob_id) begin
                    map_valid[commit_addr] <= 1'b0;
                end
            end
            if (we && (rw_addr != 5'b0)) begin
                map_valid[rw_addr] <= 1'b1;
                map_rob_id[rw_addr] <= write_rob_id;
            end
        end
    end
endmodule
$ cat ./run.sh
#!/bin/bash
# OpenROAD 26Q1-2900-gdf79404cd8, Yosys 0.63+post, stock flow scripts
make -C /OpenROAD-flow-scripts/flow DESIGN_CONFIG=/design/flow/config.mk WORK_HOME=/design/flow/orfs finish
$ cat ./config.mk
export PLATFORM = sky130hd
export DESIGN_NAME = rat
export DESIGN_NICKNAME = rat
export VERILOG_FILES = /design/flow/design.v
export SDC_FILE = /design/flow/constraint.sdc
export NUM_CORES = 4
export LEC_CHECK = 1
export CORE_UTILIZATION = 50
export SYNTH_HDL_FRONTEND = slang
$ cat ./constraint.sdc
current_design rat

set clk_period 5.6
set clk_io_pct 0.2

create_clock -name clk0 -period $clk_period [get_ports {clk}]

set non_clock_inputs [all_inputs -no_clocks]
set_input_delay [expr $clk_period * $clk_io_pct] -clock clk0 $non_clock_inputs
set_output_delay [expr $clk_period * $clk_io_pct] -clock clk0 [all_outputs]
==> results.sh <==
# implementation run metrics
export IMPL_status="finished, final reports clean"
export IMPL_grt_pass1_vias=6803
export IMPL_comb_power_share_pct=11.7
export IMPL_area_leaders="edfxtp_1 (41%), mux4_2 (26%), dfxtp_1 (6.8%), mux2i_1 (3.9%), mux2_2 (3.2%)"
export IMPL_cts_tree="built"
export IMPL_netlist_area_mm2=0.00943
export IMPL_layout_drive_gt1_share_pct=34.5
export IMPL_antenna_found_initial=0
export IMPL_yosys_area_top_type_share_pct=40.7
export IMPL_worst_pin_slew_ns=1.03
export IMPL_via_per_inst=6.95
export IMPL_pwr_share_seq_pct=45.6
export IMPL_r2r_start="map_rob_id[25][3]"
export IMPL_grt_remaining_overflow=0
export IMPL_hp_class="register to register"
export IMPL_seq_area_frac_synth_pct=47.5
export IMPL_ios=43
export IMPL_drv_slew=0
export IMPL_edf_count=128
export IMPL_p_clk_share_pct=42.7
export IMPL_die_h_um=139
export IMPL_path_clk_slew_ns=0.06
export IMPL_cp_required_ns=4.48
export IMPL_post_cts_setup_buffers=0
export IMPL_route_detailed_drc=0
export IMPL_grt_pass1_wl_um=41700
export IMPL_arrival_ns=3.55
export IMPL_min_period_over_period_pct=83.3
export IMPL_slew_headroom_pct=31.3
export IMPL_detail_route_antenna_nets=0
export IMPL_fin_cells=911
export IMPL_port_buffers=42
export IMPL_tns_ns=0
export IMPL_cts_resized=0
export IMPL_logic_area_mm2=0.00471
export IMPL_rsz0062_at_grt="no"
export IMPL_fp_util_pct=51.8
export IMPL_area_delta_synth_final_pct=14.2
export IMPL_critPathLaunch="rs2_addr[0]"
export IMPL_placed_cells=879
export IMPL_r2r_end="map_valid[31]"
export IMPL_clock_latency_ns=0.42
export IMPL_grt_use_total_pct=33.0
export IMPL_hold_buffers=0
export IMPL_root_buffer="clkbuf_16"
export IMPL_postSynthAreaPerCell_um2=15.1
export IMPL_synthArstFlopShare_pct=0
export IMPL_seqCellArea_mm2=0.00448
export IMPL_gp_congestion=0.966
export IMPL_hpwlAfterDp_um=19800
export IMPL_synthCells=626
export IMPL_openroad_warnings=25
export IMPL_maxCapViolCount=0
export IMPL_yosys_most_used_dff="edfxtp_1"
export IMPL_ys_seq_elements=160
export IMPL_r2r_cells=8
export IMPL_setup_violations_final=0
export IMPL_fmax_mhz=214
export IMPL_finalCriticalPeriod_ns=4.67
export IMPL_synth_chip_area_mm2=0.00943
export IMPL_p_switching_uw=637
export IMPL_die_area_mm2=0.0194
export IMPL_p_sw_share_pct=22.4
export IMPL_dr_pass1_iters=4
export IMPL_fin_skew_ns=0.0122
export IMPL_clockBufferDepth=2
export IMPL_totalWireLength_um=27900
export IMPL_finalHoldViolations=0
export IMPL_nFillCells=1358
export IMPL_htree_levels=4
export IMPL_pwr_density_cell_mw_per_mm2=263
export IMPL_diodes=0
export IMPL_core_area_mm2=0.0182
export IMPL_leakagePower_nw=3.47
export IMPL_crit_fanout=12
export IMPL_drtIter0Drc=584
export IMPL_worstSetupPathType="input port to primary output"
export IMPL_regToRegSetupSlack_ns=2.70
export IMPL_cp_end_kind="primary output"
export IMPL_numCtsBuffers=17
export IMPL_ys_cells=626
export IMPL_p_int_mw=2.20
export IMPL_ys_types=48
export IMPL_post_synth_top_area_cell="edfxtp_1"
export IMPL_wire_per_inst_um=30.6
export IMPL_dieWidth_um=139
export IMPL_vias=6328
export IMPL_grt_max_degree=37
export IMPL_worstSetupStartpointType="input port"
export IMPL_synth_warning_count=0
export IMPL_cts_sink_count=160
export IMPL_crit_end="rs2_rob_id[3]"
export IMPL_ir_worst_vdd_mv=0.195
export IMPL_row_count=49
routing by layer:
metal	track usage, %	vias up	routed length [um]
li1	-	2693	-
met1	46.9	3161	10200
met2	48.4	419	13100
met3	18.2	53	3800
met4	5.73	2	636
met5	3.76	-	71
cells in the mapped netlist, types with 2 or more instances:
cell type,count
o22ai_1,5
buf_1,10
o21a_1,2
nand3b_1,3
mux4_2,109
nand3_1,18
a21oi_2,30
nor2b_1,10
nor2_1,39
nor3_1,32
edfxtp_1,128
mux4_1,5
a21oi_1,33
nor3b_1,3
clkbuf_1,22
nand2_1,12
a22oi_1,17
dfxtp_1,32
nand2b_1,2
and2_1,3
buf_2,8
nand4b_1,2
and3_1,2
a32oi_1,3
buf_6,6
mux2_2,27
a31oi_1,2
mux2i_1,37
xor2_1,2
nand4_1,3
inv_1,2
final cells by class:
cell class	instances	share of cell area, %
Clock buffer	26	5.28
Inverter	2	0.0697
Multi-Input combinational cell	420	43.7
Sequential cell	160	41.6
Clock inverter	6	0.581
Timing Repair Buffer	68	6.09
Tap cell	229	2.66
cell families after synthesis:
logic type	Yosys count	share of synthesized area (%)
AND-OR/OR-AND	99	7.39
XOR/XNOR	3	0.279
buffers and inverters	49	2.71
flip-flops	160	47.5
multiplexers	178	34.6
other	1	0.0398
AND/OR/NAND/NOR	136	7.48
layout by cell type, fill, tap and decap left out, drive strengths merged, types with 2 or more instances in the layout:
master,n
o21a,2
o21ai,2
nand2b,2
nand3,18
conb,4
clkinv,5
a32oi,3
and2,3
clkbuf,26
inv,2
a31oi,2
nor3,32
clkdlybuf4s50,37
a21oi,63
mux4,114
xor2,2
or4b,2
o22ai,5
nand4,3
mux2i,37
a22oi,17
mux2,27
buf,31
nor3b,3
nand3b,3
and3,2
nand4b,2
dfxtp,32
nor2,39
nand2,12
edfxtp,128
nor2b,10
sequential cells by signal (all words and copies together) (netlist names):
name	cells
map_valid	32
map_rob_id	128
worst min path at each step:
stage / from / end / depth (start not counted)
after CTS: map_valid[0] / map_valid[0] / 1
after global routing: map_valid[0] / map_valid[0] / 1
final: map_valid[0] / map_valid[0] / 1
metrics by stage:
| stage | hold slack [ns] | power (mW) | worst slack (ns) | cell area (um2) | utilization [%] |
|---|---|---|---|---|---|
| floorplan | 0.461 | 1.52 | 1.56 | 9440 | - |
| global placement | 0.513 | 1.65 | 0.953 | 10100 | 55.7 |
| detailed placement | 0.515 | 1.65 | 0.923 | 10100 | 55.7 |
| CTS | 0.526 | 2.85 | 0.913 | 10800 | 59.2 |
| global route | 0.552 | 2.93 | 0.830 | 10800 | 59.2 |
| finish | 0.524 | 2.84 | 0.933 | 10800 | 59.2 |
power groups by stage:
stage	clock network, mW	registers (mW)	logic, mW
4_1_cts	1.23	1.29	0.330
5_1_grt	1.28	1.29	0.351
6_report	1.21	1.29	0.331
worst max-delay path, stage by stage:
cell,delay (ns)
buf_2,0.33
buf_4,0.34
mux4_2,0.54
mux4_2,0.47
mux2_2,0.31
clkdlybuf4s50_1,0.42
Power is estimated from default activity; no workload was simulated.
