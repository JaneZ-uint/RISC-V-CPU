## flow/run.sh

```bash
#!/bin/bash
# OpenROAD 26Q1-2900-gdf79404cd8, Yosys 0.63+post, stock flow scripts
make -C /OpenROAD-flow-scripts/flow DESIGN_CONFIG=/design/flow/config.mk WORK_HOME=/design/flow/orfs finish
```

## flow/config.mk

```make
export PLATFORM = sky130hd
export DESIGN_NAME = instruction_queue
export DESIGN_NICKNAME = instruction_queue
export VERILOG_FILES = /design/flow/design.v
export SDC_FILE = /design/flow/constraint.sdc
export NUM_CORES = 4
export LEC_CHECK = 1
export CORE_UTILIZATION = 30
export SYNTH_HDL_FRONTEND = slang
```

## flow/constraint.sdc

```tcl
current_design instruction_queue

set clk_period 13.4
set clk_io_pct 0.2

create_clock -name clk0 -period $clk_period [get_ports {clk}]

set non_clock_inputs [all_inputs -no_clocks]
set_input_delay [expr $clk_period * $clk_io_pct] -clock clk0 $non_clock_inputs
set_output_delay [expr $clk_period * $clk_io_pct] -clock clk0 [all_outputs]
```

## flow/design.v

```verilog
module instruction_queue #(
    parameter SIZE = 8,
    parameter PTR_WIDTH = 3
)(
    input wire clk,
    input wire rst,
    input wire flush,                
    input wire we,
    input wire [31:0] inst_i,
    input wire [31:0] pc_i,
    input wire pred_i,               
    input wire [31:0] pred_target_i,  
    input wire re,
    output wire [31:0] inst_o,
    output wire [31:0] pc_o,
    output wire pred_o,              
    output wire [31:0] pred_target_o,  
    output wire full,
    output wire empty
);
    reg [31:0] buffer_inst [0:SIZE-1];
    reg [31:0] buffer_pc [0:SIZE-1];
    reg buffer_pred [0:SIZE-1];            
    reg [31:0] buffer_pred_target [0:SIZE-1];  
    reg [PTR_WIDTH-1:0] w_ptr;
    reg [PTR_WIDTH-1:0] r_ptr;
    reg [PTR_WIDTH:0] count;     
    assign full = (count == SIZE);
    assign empty = (count == 0);
    assign inst_o = buffer_inst[r_ptr];
    assign pc_o = buffer_pc[r_ptr];
    assign pred_o = buffer_pred[r_ptr];
    assign pred_target_o = buffer_pred_target[r_ptr];
    always @(posedge clk) begin
        if (rst == 1'b1 || flush == 1'b1) begin
            w_ptr <= 0;
            r_ptr <= 0;
            count <= 0;
        end else begin
            case ({we, re})
                2'b10: begin  
                    if (!full) begin
                        buffer_inst[w_ptr] <= inst_i;
                        buffer_pc[w_ptr] <= pc_i;
                        buffer_pred[w_ptr] <= pred_i;
                        buffer_pred_target[w_ptr] <= pred_target_i;
                        w_ptr <= w_ptr + 1'b1;
                        count <= count + 1'b1;
                    end
                end
                2'b01: begin  
                    if (!empty) begin
                        r_ptr <= r_ptr + 1'b1;
                        count <= count - 1'b1;
                    end
                end
                2'b11: begin  
                    if (empty) begin
                        buffer_inst[w_ptr] <= inst_i;
                        buffer_pc[w_ptr] <= pc_i;
                        buffer_pred[w_ptr] <= pred_i;
                        buffer_pred_target[w_ptr] <= pred_target_i;
                        w_ptr <= w_ptr + 1'b1;
                        count <= count + 1'b1;
                    end else if (full) begin
                        r_ptr <= r_ptr + 1'b1;
                        buffer_inst[w_ptr] <= inst_i;
                        buffer_pc[w_ptr] <= pc_i;
                        buffer_pred[w_ptr] <= pred_i;
                        buffer_pred_target[w_ptr] <= pred_target_i;
                        w_ptr <= w_ptr + 1'b1;
                    end else begin
                        r_ptr <= r_ptr + 1'b1;
                        buffer_inst[w_ptr] <= inst_i;
                        buffer_pc[w_ptr] <= pc_i;
                        buffer_pred[w_ptr] <= pred_i;
                        buffer_pred_target[w_ptr] <= pred_target_i;
                        w_ptr <= w_ptr + 1'b1;
                    end
                end
                default: ; 
            endcase
        end
    end
endmodule
```

==> Slide: Implementation Results <==
Physical Implementation Snapshot

Outcome
  • Status: complete, no violations

GRT
  • Grt total ovfl: 0
  • Pin count of the biggest net entering global routing: 72
  • Total Routing Usage GR: between 10% and 20%
  • Global-route wire length before repair: a little under 90000 um
  • Vias in the first global route: 14600
  • Initial antenna violation count: 9

Final layout
  • Syn-to-layout area delta: 21.2%
  • Seq. cell area: 23600 um2
  • MI comb area: 5920 um2
  • Filler cells: 8833
  • Post-layout util: between 30% and 40%
  • Share of cells above drive strength 1: 30.5%
  • Non-filler instance count after layout: 2820

Setup path
  • Crit path required time: 10.72 ns
  • Critical Path End Type: output pin
  • Worst setup path category: register to output pin
  • RR Endpoint: buffer_inst[3][13]
  • Arr. time, crit path: approximately 4.3 ns
  • CP Launch Type: register
  • R2R Setup Slk: around 10 ns
  • RR Startpoint: count[0]
  • R2R cell count: 6
  • Critical Path Fanout Max: approximately 50

Detailed routing
  • Routed wire per std cell: 21.0 um
  • Final WL: 59200 um
  • DRC: 0
  • Vias per cell: 4.65
  • Initial DRC Count: 768
  • 1st-pass router iterations: 4
  • Via count: 13100
  • Detail Route Antenna Nets: 0

Clock tree
  • TritonCTS Buffers: a little over 80
  • Root buffer cell: clkbuf_16
  • Sink Count: 789
  • Post CTS Setup Buffer Count: 0
  • CTS tree: built
  • CTS Hold Buffers Added: 0
  • Clk slew on worst S/H paths: 0.05 ns
  • H-Tree Depth: 3
  • CTS Buffer Depth: 3
  • Post-CTS Resized: 0
  • Worst skew pair latency: about 0.63 ns

Yosys
  • Yosys stat chip area: approximately 30000 um2
  • Number of cells in Yosys stat: 1201
  • Yosys warnings: 0
  • Flops after synth: 789
  • Asr flop ratio synth: 0%
  • Cells after Synth: about 1200
  • Cell Type Count: 32
  • Top cells by area: edfxtp_1 78%, mux4_2 15%, mux2_2 3.7%, dfxtp_1 0.87%, buf_6 0.68%
  • Biggest area consumer among synthesized cells: edfxtp_1
  • Synthesized cell area: about 30000 um2
  • Yosys top cell by instances: edfxtp_1
  • Post-synth EDFFs: 776
  • List of most frequent post-synthesis cells: 776 x edfxtp_1, 194 x mux4_2, 97 x mux2_2
  • Top_reg_cell synth: edfxtp_1
  • Register share after synthesis: 79.1%
  • Synthesized area per cell: 24.8 um2
  • Area leader share: 78.2%

Floorplanning
  • Die Y: 317 um
  • Top-Level Pins: 201
  • Placeable Area: 98400 um2
  • FP Core Util: 30.3%
  • Die width: 317 um
  • Rows: 115
  • Die ar.: 101000 um2

STA
  • Min cycle time layout: 6.97 ns
  • Finish-stage setup viols: 0
  • Final Max Slew Viols: 0
  • Fmax: between 100 and 150 MHz
  • Part of the cycle the worst path needs: 52.0%
  • RSZ-0062 raised after global routing: false
  • Slew @ Worst Pin: slightly above 0.8 ns
  • Count of final hold-check violations: 0
  • TNS Setup: 0 ns
  • Layout Skew: 0.0167 ns
  • Max transition margin: 45.7%

Placement
  • Final Wtd Congestion: approximately 0.73
  • Detailed placer's ending HPWL: 31600 um
  • PortBufs: about 200
  • Placed cells: between 2000 and 3000

Min path
  • Hold Path Cell Cnt: 2
  • Hold worst-path end: count[2]
  • Hold Crit Class: register to register
  • HP Start: count[2]

Power and ir drop
  • Leakage power figure: 10.9 nW
  • VDD IR max: 0.000102 V
  • Overall Power: 5.16 mW
  • Power density over the cells: 143 nW/um2

Flow run
  • OpenROAD warnings: 25
  • Max-cap viol count: 0
==> state kept, by name (all words and copies together) (netlist names), named ones only <==
register and cells:
buffer_inst 256, buffer_pc 256, buffer_pred_target 256, buffer_pred 8
count 4, r_ptr 3, w_ptr 3
==> how the worst max path moves through the flow <==
| stage | start | end | slack, ns |
|---|---|---|---|
| CTS | register | inst_o[10] | 6.22 |
| global route | register | inst_o[19] | 6.12 |
| finish | register | inst_o[19] | 6.43 |
==> kinds of logic (layout without fill, tap and decap cells) <==
group	Yosys count	count (layout)	share of synthesized area, %
xor gates and xnor gates	7	7	0.206
muxes	293	293	18.4
other	0	2	0
adders and majority gates	5	5	0.235
DFF	789	789	79.1
and+or+nand+nor	33	33	0.537
buffers and inverters	61	391	1.27
AOI/OAI and AO/OA	13	13	0.302
==> routing by layer <==
metal,GRT usage [%],wire length [um],up-vias
met2,19.2,28600,708
li1,-,-,5686
met4,2.12,1100,18
met1,15.9,21300,6602
met3,8.62,8140,101
met5,0,114,-
==> area by class of cell <==
| class | instances | area share (%) |
|---|---|---|
| Antenna cell | 2 | 0.0139 |
| Clock buffer | 89 | 5.87 |
| Clock inverter | 62 | 1.64 |
| Inverter | 5 | 0.0519 |
| Multi-Input combinational cell | 351 | 16.4 |
| Sequential cell | 789 | 65.2 |
| Tap cell | 1287 | 4.46 |
| Timing Repair Buffer | 235 | 6.34 |
==> critical path, cell delays in order, from the launching register on <==
cell and delay [ns]:
dfxtp_4 0.51, buf_4 0.54, buf_4 0.62, buf_4 0.69
mux4_2 0.41, mux2_2 0.27, clkdlybuf4s50_1 0.44
==> per-stage QoR <==
stage / setup slack (ns) / instance area [um2] / hold WS, ns
2_1_floorplan: 2.76 / 29800 / 0.468
5_1_grt: 6.12 / 36100 / 0.559
3_5_place_dp: 6.90 / 33400 / 0.510
3_3_place_gp: 6.98 / 33400 / 0.490
6_report: 6.43 / 36100 / 0.512
4_1_cts: 6.22 / 36100 / 0.515
==> placed cells by master, fill, tap and decap left out, types with 4 or more instances in the layout <==
cell and count:
a21oi_1 4, buf_4 33, bufinv_16 9, clkbuf_1 5
clkbuf_16 84, clkdlybuf4s50_1 200, clkinv_1 19, clkinv_2 14
clkinvlp_4 11, dfxtp_1 10, edfxtp_1 776, ha_1 4
inv_1 5, inv_6 5, mux2_2 97, mux4_2 194
nor2_1 10, nor2_4 6, xor2_1 4
==> report_power, final <==
part           leakage [nW]  switching [mW]  internal, mW  total [mW]
clock network          1.30           0.926          1.33        2.25
registers              7.10         0.00629          2.72        2.73
logic                  2.48          0.0766         0.104       0.180
Power is estimated from default activity; no workload was simulated.
